File: design/flow/design.v
module counter
#(
  parameter COUNT = 6,
  parameter RESET = 1
)
(
  input clk,
  input rst,
  output reg flag
);
reg [$clog2(COUNT)-1:0]CNT;
always @(posedge clk, negedge rst) begin
  if (!rst) begin
    CNT <= { $clog2(COUNT) {1'b0}};
    flag <= 1'b0;
  end else begin
    if (CNT == (COUNT-1)) begin
      if (RESET) begin
        CNT <= { $clog2(COUNT) {1'b0}};
      end
      flag <= 1'b1;
    end else begin
      CNT <= CNT + 1;
      flag <= 1'b0;
    end
  end
end
endmodule
File: design/flow/run.sh
#!/bin/bash
# OpenROAD 26Q1-2900-gdf79404cd8, Yosys 0.63+post, stock flow scripts
make -C /OpenROAD-flow-scripts/flow DESIGN_CONFIG=/design/flow/config.mk WORK_HOME=/design/flow/orfs finish
File: design/flow/config.mk
export PLATFORM = sky130hd
export DESIGN_NAME = counter
export DESIGN_NICKNAME = counter
export VERILOG_FILES = /design/flow/design.v
export SDC_FILE = /design/flow/constraint.sdc
export NUM_CORES = 4
export LEC_CHECK = 1
export CORE_AREA = 10 10 70 70
export DIE_AREA = 0 0 80 80
File: design/flow/constraint.sdc
current_design counter

set clk_period 1.1
set clk_io_pct 0.2

create_clock -name clk0 -period $clk_period [get_ports {clk}]

set non_clock_inputs [all_inputs -no_clocks]
set_input_delay [expr $clk_period * $clk_io_pct] -clock clk0 $non_clock_inputs
set_output_delay [expr $clk_period * $clk_io_pct] -clock clk0 [all_outputs]
==> changes_impl.md <==
### Physical design

* Status: complete, no violations
* CTS tree: built
* Yosys stat cell total at 11
* Crit path launch type: flip-flop
* Period utilisation layout at 0.9370
* Family with the most delay on the worst path: flip-flops
* Log Warnings at 25
* H-tree depth at 1
* Cell Rows at 21
* Comb pwr share at 0.017
* Worst path bufs/invs at 1
* Top-count cell post-synth: dfrtp_1
* Area grow syn2layout at 69.91%
* Critical path's largest stage delay at 0.34 ns
* DR vias at 90
* Worst EP arrival at roughly 0.81 ns
* Hpwl dp at ~200 microns
* Mapped Cells at 11
* GPL Wtd Cong at 0.6123
* Top Ports at 3
* Late-Pin Clk Latency at approximately 0.24 ns
* Clock root cell: clkbuf_4
* Final wirelength at 258 microns
* Drt wl/cell at between 4 and 5 microns
* Tot Pwr at about 0.34 mW
* Pwr Density at ~1400 mW/mm^2
* Synthesis area per yosys at around 140 sq um
* Fmax at approximately 970 MHz
* Core Footprint at 0.003416 sq mm
* Overflow after GRT at 0
* Width of the die at 80 microns
* Post-synth EDFFs at 0
* Final hold vios at 0
* DR iter-0 viols at 5
* Cell-internal power at roughly 0.27 mW
* Remaining DRCs at 0
* Init Core Util at 0.04139
* Die height at ~80 microns
* Sequential share of power at 0.441
* Clock-pin slew on the worst setup and hold paths at ~0.040 ns
* FF+latch count, synth at 4
* Leakage at between 0.09 and 0.1 nW
* Synth Cell Area at about 140 sq um
* Largest net degree at the start of global routing at 6
* Post-CTS setup buffer count at 0
* Final setup violation count at 0
* Inserted Clock Buffers at 3
* DR vias/cell at between 1 and 1.5
* Post-synth top flop: dfrtp_1
* Mean Syn Cell Area at 12.85 sq um
* Setup crit end kind: output port
* DIE AREA at around 0.0064 sq mm
* Setup Skew at 0.003456 ns
* Ant diodes at 0
* CTS Sinks at 4
* Share of cells above drive strength 1 at 0.1875
* Clock share of power at 0.542
* Area after DPL at 219.0 sq um
* Min Tclk post-route at between 1 and 1.5 ns
* Final Slew Violations at 0
* Switching fraction of total power at 0.1863
* Final instance area at 240.2 sq um
* Worst Path Class, Setup: reg2out
* Distinct lib cells used at 6
* Hold WS at approximately 0.18 ns
* Switching pwr at 0.06255 mW
* CP Cell Sequence: dlygate4sd2_1
* Ys Warns at 1
* GRT Util Overall at 0.01044
* Max Fanout on Critical Path at 1
* Clk buf depth at 2
* Post-CTS Hold Buffers at 0
* Max-slew headroom at the worst pin at 0.8810
* First-pass GRT wire length at 441 microns
* Sequential area share after synthesis at 0.7080
* Initial antenna violation count at 0
* Final Util at 0.07033
* Dominant cell area share at 0.7080
* Worst-margin pin slew at about 0.18 ns
* Synth area leader: dfrtp_1
* VDD IR-drop max at 0.0001439 V
* Setup_tns at 0 ns
* FILL cells at about 410
* Commonest cells in the netlist: 4 x dfrtp_1, 2 x inv_1, 2 x nand2b_1
* RSZ-0062 raised after global routing: no
* IO buf count at 2
* Async S/R FF share, synth at 1.000
* DRT Pass-1 Iters at 4
* Biggest area cells: dfrtp_1 71%, nand2b_1 8.8%, mux2i_1 7.1%
* Hold Path Class: in2async
* Vias in the first global route at around 100
* Final ANT Viol Nets at 0
* Max cap viols at 0
* Worst endpoint required time at 0.88 ns
* Critical path's slowest cell: dfrtp_1
==> final timing paths <==
path                            cells after the start  startpoint     end  slack, ns
worst max register to register                      2      CNT[2]  CNT[1]       0.36
worst max-delay path                                1        flag    flag       0.07
worst min register to register                      1      CNT[0]  CNT[0]       0.48
max in group asynchronous                           1         rst  CNT[0]       0.75
worst min-delay path                                1         rst    flag       0.18
min in group clk0                                   1      CNT[0]  CNT[0]       0.48
==> cells in the final DEF, fill, tap and decap left out, drive strengths merged <==
cell,count
nand2b,2
clkbuf,3
mux2i,1
and3,1
o21ai,1
dlygate4sd2,1
dfrtp,4
clkdlybuf4s50,1
inv,2
==> cell type report <==
cell class                 instances  area, sq um  share of cell area
timing repair buffer               2        18.77             0.07813
sequential                         4        100.1              0.4167
inverter                           2        7.507             0.03125
multi-input combinational          5        33.78              0.1406
tap                               46        57.56              0.2396
clock buffer                       3        22.52             0.09375
==> routing by layer <==
metal,up-vias,GRT usage,part of all wire
li1,45,-,-
met1,38,0.01001,0.43
met2,5,0.007223,0.21
met3,2,0.02045,0.31
met4,0,0.005282,0.043
met5,-,0,0
==> stage by stage <==
| stage | cells | setup slack, ns |
|---|---|---|
| floorplan | 11 | 0.4070 |
| global placement | 59 | 0.1205 |
| detailed placement | 59 | 0.1213 |
| CTS | 62 | 0.05677 |
| global route | 62 | 0.03506 |
| finish | 62 | 0.06925 |
==> cell families after synthesis <==
logic type | share of synthesized area
flops | 0.7080
compound gates | 0.03536
buf+inv | 0.05312
simple gates | 0.1328
mux | 0.07080
==> worst reg2reg max path, cell delays in order (launching register included) <==
cell	delay [ns]
dfrtp_1	0.37
nand2b_1	0.17
mux2i_1	0.13
==> state kept, by name (all words and copies together) (netlist names) <==
name  cells
CNT       3
flag      1
==> power by group through the flow <==
stage,clock [mW],sequential [mW],combinational [mW]
after CTS,0.190,0.148,0.00603
final,0.182,0.148,0.00571
after global routing,0.202,0.148,0.00671
==> what timing repair did <==
item	CTS	global route
hold endpoints to repair	0	0
gates resized	1	0
setup endpoints to repair	1	0
Power is estimated from default activity; no workload was simulated.
