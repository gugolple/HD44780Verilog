## flow/run.sh

```bash
#!/bin/bash
# OpenROAD 26Q1-2900-gdf79404cd8, Yosys 0.63+post, stock flow scripts
make -C /OpenROAD-flow-scripts/flow DESIGN_CONFIG=/design/flow/config.mk WORK_HOME=/design/flow/orfs finish
```

## flow/config.mk

```make
export PLATFORM = sky130hd
export DESIGN_NAME = debouncer
export DESIGN_NICKNAME = debouncer
export VERILOG_FILES = /design/flow/design.v
export SDC_FILE = /design/flow/constraint.sdc
export NUM_CORES = 4
export LEC_CHECK = 1
export CORE_AREA = 10 10 104 104
export DIE_AREA = 0 0 114 114
```

## flow/constraint.sdc

```tcl
current_design debouncer

set clk_period 2.7
set clk_io_pct 0.2

create_clock -name clk0 -period $clk_period [get_ports {clk}]

set non_clock_inputs [all_inputs -no_clocks]
set_input_delay [expr $clk_period * $clk_io_pct] -clock clk0 $non_clock_inputs
set_output_delay [expr $clk_period * $clk_io_pct] -clock clk0 [all_outputs]
```

## flow/design.v

```verilog
module debouncer #(
	parameter	DIV_CNT	= 18
) (
	input	clk,
	input	btn,
	output	out
);
	wire	trig;
	reg	[DIV_CNT:0] clk_div;
	reg	hold;
	initial hold = 1'b0;
	initial clk_div = 0;
	assign	out	= hold;
	assign	trig	= clk_div[DIV_CNT];
	always @ (posedge clk) begin
		if (btn) begin
			hold <= 1'b1;
		end else if (trig) begin
			hold <= 1'b0;
			clk_div <= 0;
		end else if (hold) begin
			clk_div <= clk_div + 1'b1;
		end
	end
endmodule
```

==> changes_impl.md <==
## Flow update

- Result of the run: completed
- Resized cells post-CTS: 0
- Mapped Area: 0.001044 sq mm
- Final RePlAce weighted congestion: 0.7527
- First-pass GRT wire length: 2856 um
- Maximum number of pins on one net before global-route repair: 23
- Setup repair after global routing missed its margin: no
- Count of different cell masters after synthesis: 23
- Cell total in the yosys stat output: 97
- Number of buffers inserted during clock tree synthesis: 3
- Post-route setup TNS: 0 ns
- Fill cells: 987
- Max Clock Freq: 0.5629 GHz
- Clk_skew: 0.008737 ns
- Chip area: 0.01300 sq mm
- Worst rel slew slack: 52.75%
- Total setup buffers inserted after CTS: 0
- Post-route ant nets: 0
- Source-to-sink clock delay at the later pin of the worst-skew pair: 0.26 ns
- TritonCTS clock tree: done
- First DRT Iteration DRCs: 42
- Via density per instance: 3.257
- Clock transition at the registers of the reported paths: 0.08 ns
- Max-cap violations: 0
- Cell Area, Placed: 0.001199 sq mm
- Crit path DAT: 1.88 ns
- Synthesized area divided by synthesized cell count: 10.76 sq um
- Final routed wire length divided by cell count: 7.838 um
- Floorplan row count: 34
- Critical path capture point type: flop
- Max-area cell share: 54.68%
- Vert. Die Dim: 114 um
- Crit path kind: flop to flop
- Highest ir drop seen on vdd: 0.0002811 V
- Startpoint type of the worst setup path: flop
- Transition time at the pin with the least slew margin: 0.7087 ns
- Number of input and output port buffers inserted: 2
- Clock sink total: 20
- Via count of the first global-routing pass: 618
- Min cycle time layout: 1.777 ns
- Critical path data required time: 2.81 ns
- Yosys warning tally: 1
- Ports: 3
- DR pass1 iterations: 4
- Core box area: 0.008678 sq mm
- Root buffer cell: sky130_fd_sc_hd__clkbuf_8
- Maximum fanout along the worst path: 7
- Post-layout total power: 664.0 uW
- Final clock period utilization by the worst path: 65.80%
- Aggregate routed wire length: 1646 um
- Pwr per Cell Area: 529.6 mW/mm^2
- Cell area leaders: sky130_fd_sc_hd__edfxtp_1 (55%), sky130_fd_sc_hd__xnor2_1 (8.4%), sky130_fd_sc_hd__nor2_1 (6.8%)
- Die W: 114 um
- # setup viols final: 0
- Post-place setup slack: 0.9098 ns
- Max Root-Sink Buffers: 2
- Final slew viol count: 0
- Hold Vio Cnt, Final: 0
- Via count of the routed design: 684
- Instance tally after logic synthesis: 97
- Register area share after synthesis: 56.59%
- Leakage dissipation: 0.0003815 uW
- Fp_density: 12.02%
- Quantity of hold-fixing buffers added after cts: 0
- Highest-count cells in the layout ignoring fill and taps: sky130_fd_sc_hd__nor2_1 (19), sky130_fd_sc_hd__edfxtp_1 (19), sky130_fd_sc_hd__xnor2_1 (10)
- Diodes inserted: 0
- H-tree levels: 1
- Initial antenna violation count: 0
- Remaining global-route overflow: 0
- Yosys Chip Area: 0.001044 sq mm
- Final HPWL from detailed placement: 1051 um
- Total GRT Usage: 2.510%
- Area growth from synthesis to layout: 20.14%
- Number of warnings the tools reported: 25
- Proportion of layout cells with a drive suffix above 1: 9.804%
- Post-Layout Inst Area: 0.001254 sq mm
- DRC: 0
- Biggest area consumer among synthesized cells: sky130_fd_sc_hd__edfxtp_1
- Hold WC Path Type: flop to flop
- Setup ws final: 0.9235 ns
- Synth Register Bits: 20
==> metal layers <==
metal	global-route usage [%]	up-vias	share of wire (%)
li1	-	356	-
met1	4.037	323	55
met2	3.379	3	42
met3	0.5316	2	2.7
met4	0.4177	0	0.36
met5	0	-	0
==> worst paths after layout <==
kind	startpoint	end	slack, ns	cells past startpoint
worst min-delay path	hold	hold	0.53	2
worst min register to register	hold	hold	0.53	2
worst max register to register	clk_div[0]	clk_div[14]	0.92	5
worst max-delay path	clk_div[0]	clk_div[14]	0.92	5
==> cell type report <==
cell class	instances	area, sq um	share of cell area [%]
clock buffers	4	55.05	4.391
inverters	7	26.28	2.096
multi-input cells	68	419.2	33.43
flip-flops and latches	20	590.6	47.11
well taps	108	135.1	10.78
repair buffers	3	27.53	2.196
==> cells in the mapped netlist <==
cell type                  number
sky130_fd_sc_hd__edfxtp_1      19
sky130_fd_sc_hd__nor2_1        19
sky130_fd_sc_hd__xnor2_1       10
sky130_fd_sc_hd__inv_1          7
sky130_fd_sc_hd__nand3_1        5
sky130_fd_sc_hd__a21oi_1        4
sky130_fd_sc_hd__nand4_1        4
sky130_fd_sc_hd__nor3_1         4
sky130_fd_sc_hd__o21ai_0        4
sky130_fd_sc_hd__or3_1          4
sky130_fd_sc_hd__clkbuf_1       2
sky130_fd_sc_hd__nand2_1        2
sky130_fd_sc_hd__nor2b_1        2
sky130_fd_sc_hd__nor4_1         2
sky130_fd_sc_hd__a31o_2         1
sky130_fd_sc_hd__dfxtp_1        1
sky130_fd_sc_hd__ha_1           1
sky130_fd_sc_hd__mux2_2         1
sky130_fd_sc_hd__nand4_2        1
sky130_fd_sc_hd__nand4_4        1
sky130_fd_sc_hd__nor4b_1        1
sky130_fd_sc_hd__or2_4          1
sky130_fd_sc_hd__xor2_1         1
==> report_power, final <==
part / total [uW] / internal, uW / switching (uW) / leakage (uW)
clock network: 227 / 130 / 97.4 / 0.0000288
logic: 47.8 / 23.1 / 24.7 / 0.000155
registers: 389 / 366 / 23.5 / 0.000198
==> per-stage QoR <==
step / std cells / hold slack (ns) / util, %
2_1_floorplan: 97 / 0.4664 / -
3_3_place_gp: 206 / 0.5095 / 13.81
3_5_place_dp: 206 / 0.5137 / 13.81
4_1_cts: 210 / 0.5307 / 14.45
5_1_grt: 210 / 0.5986 / 14.45
6_report: 210 / 0.5259 / 14.45
==> worst max-delay path, stage by stage, from the launching register on <==
cell	delay [ns]
sky130_fd_sc_hd__edfxtp_1	0.39
sky130_fd_sc_hd__ha_1	0.20
sky130_fd_sc_hd__nand3_1	0.24
sky130_fd_sc_hd__or2_4	0.33
sky130_fd_sc_hd__or3_1	0.34
sky130_fd_sc_hd__a21oi_1	0.14
==> cell families after synthesis <==
| family | share of synthesized area [%] |
|---|---|
| XOR/XNOR | 9.232 |
| adder cells (fa/ha/maj) | 1.199 |
| multiplexers | 1.079 |
| AND/OR/NAND/NOR | 23.98 |
| buffers and inverters | 3.238 |
| AND-OR/OR-AND | 4.677 |
| flip-flops | 56.60 |
==> flip-flops by register name, indices dropped and copies added (netlist names) <==
signal,count
hold,1
clk_div,19
No activity file was given, so power comes from the tool's default toggle rates.
