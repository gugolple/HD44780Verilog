`/design/flow/config.mk`:
```
export PLATFORM = sky130hd
export DESIGN_NAME = clockdivider
export DESIGN_NICKNAME = clockdivider
export VERILOG_FILES = /design/flow/design.v
export SDC_FILE = /design/flow/constraint.sdc
export NUM_CORES = 4
export LEC_CHECK = 1
export CORE_AREA = 10 10 70 70
export DIE_AREA = 0 0 80 80
```
`/design/flow/constraint.sdc`:
```
current_design clockdivider

set clk_period 1.1
set clk_io_pct 0.2

create_clock -name clk0 -period $clk_period [get_ports {clk}]

set non_clock_inputs [all_inputs -no_clocks]
set_input_delay [expr $clk_period * $clk_io_pct] -clock clk0 $non_clock_inputs
set_output_delay [expr $clk_period * $clk_io_pct] -clock clk0 [all_outputs]
```
`/design/flow/design.v`:
```
module clockdivider
#(
  parameter CLOCK_COUNT = 6
)
(
  input clk,
  input rst,
  output reg clkdvd
);
reg [$clog2(CLOCK_COUNT)-1:0]CNT;
always @(posedge clk) begin
  if (!rst) begin
    CNT <= { $clog2(CLOCK_COUNT) {1'b0}};
    clkdvd <= 0;
  end else begin
    if (CNT == (CLOCK_COUNT/2-1)) begin
      CNT <= { $clog2(CLOCK_COUNT) {1'b0}};
      clkdvd <= ~clkdvd;
    end else begin
      CNT <= CNT + 1;
    end
  end
end
endmodule
```
`/design/flow/run.sh`:
```
#!/bin/bash
# OpenROAD 26Q1-2900-gdf79404cd8, Yosys 0.63+post, stock flow scripts
make -C /OpenROAD-flow-scripts/flow DESIGN_CONFIG=/design/flow/config.mk WORK_HOME=/design/flow/orfs finish
```
==> flow_summary.ini <==
; synthesis and place-and-route metrics
[detailed_routing]
avgViaCountPerCell = 2.00
wl_met1_um = 157
ant_nets = 0
vias = 138
dr.max_layer_used = met3
routed-wl-met3_um = 107
drtIter0Drc = 3
first_pass_iters = 2
wl_per_cell_um = 5.80
drt-total-wl_um = 400
wl_met2_um = 135
drcViolationCount = 0

[placed_design]
post-place-ws_ns = 0.0290
placed_area_um2 = 249
hpwlAfterDp_um = 265
port_buffers = 2
gp_congestion = 0.547

[power]
seq_power_share_pct = 41.8
clock_power_share_pct = 38.5
power_density_nw_per_um2 = 1600
power_frac_comb_pct = 19.7
irDropWorstVdd_v = 0.000255
swShare_pct = 23.8
intPower_mw = 0.354
switching_power_mw = 0.111
p_leak_nw = 0.106

[synthesis]
yosys_most_used_dff = dfxtp_1
ys.flops = 4
synth_top_cell_by_area = dfxtp_1
postSynthCellCount = 16
synth_chip_area_um2 = 171
avgSynthCellArea_um2 = 10.7
synth_warnings = 1
ys_cells = 16
top_cells_by_area = dfxtp_1 (47%), ha_1 (15%), nor3b_1 (13%)
yosys.stat.seqShare_pct = 46.7
ys_types = 9
common_cells = dfxtp_1 (4), nor3b_1 (3), ha_1 (2), nor2b_1 (2)
edf_count = 0
async_reset_ff_share_pct = 0
top_cell_area_share_pct = 46.7
synth_top_cell_by_count = dfxtp_1
syn_area_um2 = 171

[layout]
comb_area_um2 = 95.1
synthToLayoutAreaGrowth_pct = 69.3
seq_area_um2 = 82.6
final_cell_area_um2 = 290
fillCellCount = 403
drive_above_1_share_pct = 31.8

[setup_path]
r2r_start = CNT[0]
path_cells = inv_1 > ha_1 > nor2b_4 > o21ai_0
r2r_slack_ns = 0.1
reg2reg_to = clkdvd
end_kind = flop
max_stage_delay_ns = 0.33
cp_top_family = flip-flops
cp_slowest_cell = dfxtp_2
worstSetupPathType = flop to flop
critPathArrivalTime_ns = 1.15
start_kind = flop
critical_path_required_ns = 1.25
r2r_cells = 4
cp_num_buf_inv = 1
critical_path.max_fanout = 3

[final_timing]
max_slew_margin_pct = 86.8
rsz0062_at_grt = false
finalWorstSetupSlack_ns = 0.0976
hold_viol = 0
post-route-min-period_ns = 1.00
fin_tns_setup_ns = 0
timing.fmax_mhz = 998
finalClockPeriodUsage_pct = 91.1
setup_viol_count_final = 0
finClkSkew_ns = 0.00463
slew_violations = 0
worst_pin_slew_ns = 0.197

[cts]
root_buffer = clkbuf_4
clk_latency_ns = 0.23
worst_setup_hold_path_clk_slew_ns = 0.04
numCtsBuffers = 3
clock_sinks = 4
clk_path_buf_depth = 2
cts_tree = built
htreeDepth = 1

[hold_path]
worstHoldPathType = flop to flop
hold_depth = 1
hp-start = CNT[0]
holdPathEnd = CNT[0]

[floorplan]
die-area_um2 = 6400
die_h_um = 80
fp_util_pct = 5.02
num_rows = 21
die_w_um = 80
coreArea_um2 = 3420
pin_count = 3

[global_routing]
grt_pass1_vias = 160
grt_max_degree = 6
grt_usage_pct = 1.48
overflow = 0
antenna_found_initial = 1
grt_pass1_wl_um = 641

[outcome]
status = finished, final reports clean

[flow_run]
warning_count = 26
maxCapViolations = 0
-- how the worst max path moves through the flow --
| stage | from | end | slack (ns) | depth (start not counted) |
|---|---|---|---|---|
| 6_report | CNT[0] | clkdvd | 0.1 | 4 |
| 4_1_cts | CNT[0] | clkdvd | 0.01 | 4 |
| 5_1_grt | CNT[0] | CNT[2] | 0.03 | 4 |
-- layout make-up --
class                      instances  share of cell area (%)
clock buffer                       3                    7.76
inverter                           1                    1.29
multi-input combinational         11                    32.8
tap                               46                    19.8
sequential                         4                    28.4
antenna                            1                   0.862
timing repair buffer               3                    9.05
-- registers in the layout (all words and copies together) (netlist names) --
register  cells
CNT           3
clkdvd        1
-- layout by cell type, fill, tap and decap left out --
master           instances
buf_4                    1
clkbuf_4                 3
clkdlybuf4s50_1          1
dfxtp_1                  2
dfxtp_2                  2
diode_2                  1
dlygate4sd2_1            1
ha_1                     2
inv_1                    1
nand2_1                  1
nand4bb_1                1
nor2b_1                  1
nor2b_4                  1
nor3b_1                  3
o21a_1                   1
o21ai_0                  1
-- power by group through the flow --
stage     clock (mW)  sequential, mW  combinational, mW
6_report       0.179           0.194             0.0916
5_1_grt        0.193           0.200              0.105
4_1_cts        0.185           0.190             0.0842
-- metal layers --
layer | track usage [%] | vias to the layer above
li1 | - | 68
met1 | 1.13 | 64
met2 | 1.85 | 6
met3 | 2.73 | 0
met4 | 0 | 0
met5 | 0 | -
-- stage by stage --
stage               utilization, %  power [mW]  hold slack (ns)  instances
global route                  8.50       0.497            0.435         69
global placement              7.29       0.259            0.436         64
finish                        8.50       0.464            0.418         69
CTS                           8.17       0.459            0.457         68
detailed placement            7.29       0.268            0.448         64
floorplan                        -       0.236            0.338         16
-- worst register-to-register path, cell delays in order, from the launching register on --
cell,delay [ns]
dfxtp_2,0.33
inv_1,0.04
ha_1,0.22
nor2b_4,0.15
o21ai_0,0.18
-- logic make-up (layout without fill, tap and decap cells) --
family | after synthesis | count (layout) | share of synthesized area [%]
buf+inv | 1 | 7 | 2.19
simple gates | 7 | 7 | 29.2
other cells | 0 | 1 | 0
compound gates | 2 | 2 | 7.30
fa+ha+maj | 2 | 2 | 14.6
flops | 4 | 4 | 46.7
-- what timing repair did --
item / in CTS / in global routing
buffers inserted: 1 / 0
resized: 2 / 3
hold buffers: 0 / 0
endpoints found under the setup margin: 1 / 4
endpoints found under the hold margin: 0 / 0
Power is estimated from default activity; no workload was simulated.
